## design/flow/design.v

```verilog
`timescale 1ns / 1ps
module time_set_counter(
	input clk,reset,inc_min,inc_hr,show_alarm,show_time,
	input [15:0] time_data,alarm_data,
	output reg [15:0] set_data
    );
	 always @(posedge clk , negedge reset)
		 begin
			if(!reset)
				set_data <= 0;
			else if(show_alarm)
				set_data <= alarm_data;
			else if(show_time)
				set_data <= time_data;
			else if(inc_min)
				begin
					if(set_data[15:12] == 4'b0010 && set_data[11:8] == 4'b0011 && set_data[7:4] == 4'b0101 && set_data[3:0] == 4'b1001)  
						begin 
							set_data[15:0] <= 16'h0000;
						end
					else if(set_data[11:8] == 4'b0011 && set_data[7:4] == 4'b0101 && set_data[3:0] == 4'b1001)  
						begin 
							set_data[15:12] <= set_data[15:12] + 1'b1;
							set_data[11:0] <= 1'b0;
						end
					else if(set_data[7:4] == 4'b0101 && set_data[3:0] == 4'b1001)  
						begin
							set_data[11:8] <= set_data[11:8] + 1'b1;
							set_data[7:0] <= 1'b0;
						end
					else if(set_data[3:0] == 4'b1001)  
						begin
							set_data[3:0] <= 1'b0;
							set_data[7:4] <= set_data[7:4] + 1'b1;
						end
						else
							set_data[3:0] <= set_data + 1'b1;    
				end
			else if(inc_hr)
				begin
					if(set_data[15:12] == 4'b0010 && set_data[11:8] == 4'b0011)    
						set_data[15:8] <= 8'h00;
					else if(set_data[11:8] == 4'b1001)  
						begin
							set_data[11:8] <= 0;
							set_data[15:12] <= set_data[15:12] + 1'b1;	
						end
					else
						set_data[15:8] <= set_data[15:8] + 1'b1;
				end
			else
				set_data <= time_data;
		 end
endmodule
```

## design/flow/config.mk

```make
export PLATFORM = sky130hd
export DESIGN_NAME = time_set_counter
export DESIGN_NICKNAME = time_set_counter
export VERILOG_FILES = /design/flow/design.v
export SDC_FILE = /design/flow/constraint.sdc
export NUM_CORES = 4
export LEC_CHECK = 1
export CORE_UTILIZATION = 30
```

## design/flow/constraint.sdc

```tcl
current_design time_set_counter

set clk_period 2.5
set clk_io_pct 0.2

create_clock -name clk0 -period $clk_period [get_ports {clk}]

set non_clock_inputs [all_inputs -no_clocks]
set_input_delay [expr $clk_period * $clk_io_pct] -clock clk0 $non_clock_inputs
set_output_delay [expr $clk_period * $clk_io_pct] -clock clk0 [all_outputs]
```

## design/flow/run.sh

```bash
#!/bin/bash
# OpenROAD 26Q1-2900-gdf79404cd8, Yosys 0.63+post, stock flow scripts
make -C /OpenROAD-flow-scripts/flow DESIGN_CONFIG=/design/flow/config.mk WORK_HOME=/design/flow/orfs finish
```

==> results.txt <==
run results: max reg flops 16, Rows 24, all-layer global routing usage 0.172, cell area after synthesis 1450 um2, CTS tree yes, Leak 0.837 nW, # H-tree levels 1, most instantiated logic cells after routing 53 x clkdlybuf4s50_1, 16 x o21ai_0, 16 x nand2_1, 16 x dfrtp_1, Power Density 425 nW/um2, fmax 0.469 GHz, post-route clock period utilization 0.853, reg-to-reg slack, setup approximately 0.37 ns, Post-CTS Setup Repair Bufs 0, status finished, final reports clean, clock latency (worst-skew pair) 0.25 ns, Netlist cell types roughly 48, Largest regs set_data x16, Async S/R FF share, synth 1.00, Yosys Chip Area 1450 um2, worst r2r dst set_data[15], Yosys Instances 175, setup TNS 0 ns, critical path class register to register, initial antenna violation count 0, port bufs 53, antenna-violating nets left 0, hold path endpoint set_data[1], register area 400 um2, RSZ-0062 raised after global routing false, stage-log warning count 29, Reg2Reg Depth 6, DR vias 1545, pin count of the biggest net entering global routing 19, Post-DP HPWL 3.19 mm, Top cell excl fill/tap clkdlybuf4s50_1, clock sinks 16, headroom to the max-slew limit 0.503, CTS Buffer Depth 2, Cells after Synth 175, DRC Markers 0, die outline width 71.5 um, CP Data Arrival Time 2.27 ns, Setup Skew about 0.0041 ns, RR Startpoint set_data[8], critical path fanouts, max 7, first-pass GRT wire length 6.97 mm, # hold bufs at CTS 0, main flop type dfrtp_1, Tmin final approximately 2.1 ns, Die Ht ~71 um, fp_density 0.321, Comb gate area 978 um2, Slew Viols, Final 0, TritonRoute pass-1 iters 4, Core Util, Final 0.473, IO Count between 50 and 60, final setup violation count 0, Synth flops 16, Final Hold Vio Count 0, synthesized area per cell 8.27 um2, critical path endpoint category register, Seq share, synth 0.277, Reg with most FFs set_data, clk root buf clkbuf_8, vias in the first global route 1488, Post-CTS Resized 0, layout cells sized above 1 0.0983, GRT Residual Overflow 0, initial detailed-routing violation count ~75, chip area 5110 um2, crit start category register, antenna cells 0, Detailed Route WL 4.16 mm, Post-synth EDFFs 0, Hold WC Path Type register to register, max-cap viol count 0, Fill cells 460, min-delay src set_data[1], Area Growth Syn to Fin 47.2%, Num CTS Buffers 3, Peak VDD IR around 0.00017 V, Routability Congestion 0.940, Worst EP required 2.64 ns, CTS clk-pin slew, worst paths roughly 0.07 ns, vias per inst 5.40, Tot Pwr 0.906 mW, drt wl/cell 14.6 um, Worst-Margin Slew 0.743 ns, hold depth 2, Warnings, synthesis 1, core area 4500 um2
logic make-up after synthesis:
logic type / share of synthesized area
AOI/OAI and AO/OA: 0.328
and+or+nand+nor: 0.226
buffers and inverters: 0.0475
DFF: 0.277
adders and majority gates: 0.0691
xor gates and xnor gates: 0.0302
muxes: 0.0225
worst max-delay path by stage:
| stage | startpoint | to | slack (ns) |
|---|---|---|---|
| 6_report | set_data[8] | set_data[15] | 0.37 |
| 5_1_grt | set_data[8] | set_data[10] | 0.19 |
| 4_1_cts | set_data[8] | set_data[15] | 0.37 |
cells in the mapped netlist, drive strengths merged (4+ instances only):
library cell,n,area (um2)
a211oi,4,30.0
a21oi,13,65.1
a221oi,7,61.3
clkbuf,5,18.8
dfrtp,16,400
ha,8,100
inv,9,33.8
nand2,16,60.1
nand3b,4,30.0
nor2,14,55.1
nor2b,5,31.3
o21ai,16,80.1
o31ai,5,51.3
xnor2,5,43.8
critical path: stages (launching register included):
cell,delay [ns]
dfrtp_1,0.47
ha_1,0.24
or3b_4,0.43
nor2_1,0.23
nand2_1,0.13
a22o_1,0.26
a221o_1,0.28
through the flow:
stage,setup slack (ns),hold WS [ns],cell area (um2),cells
after floorplan,0.575,0.204,1450,175
final,0.366,0.569,2130,286
after detailed placement,0.134,0.544,2080,282
after CTS,0.369,0.565,2130,286
after global routing,0.191,0.630,2130,286
after global placement,0.107,0.546,2080,282
cell type report:
| type | instances | share of cell area |
|---|---|---|
| clock buffer | 4 | 0.0258 |
| inverter | 9 | 0.0159 |
| multi-input combinational | 143 | 0.459 |
| sequential | 16 | 0.188 |
| tap | 52 | 0.0305 |
| timing repair buffer | 62 | 0.281 |
routing by layer:
metal  vias to the layer above  part of all wire  global-route usage
met4                         0            0.0091              0.0283
met3                         4             0.053              0.0271
met2                        54              0.45               0.277
li1                        787                 -                   -
met1                       700              0.49               0.255
met5                         -                 0                   0
power by group:
group,switching (mW),internal [mW],total [mW]
registers,0.0507,0.288,0.339
logic,0.129,0.201,0.330
clock network,0.0967,0.140,0.237
total,0.276,0.629,0.906
Power and IR drop assume default switching activity.
