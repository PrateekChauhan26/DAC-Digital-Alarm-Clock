==> design/flow/design.v <==
`timescale 1ns / 1ps
module display_driver(
    input [15:0] alarm_data,
	 input [15:0] time_data,
	 input [15:0] set_data,
	 input show_alarm , show_time ,alarm_on_button_debounced,
	 output reg sound_alarm,
	 output reg [27:0] segment_data
	 );
	 reg [15:0] display_data;
always@(alarm_data , show_alarm , time_data , show_time , set_data)
	begin
		if(show_time)
			display_data = time_data;
		else if(show_alarm)
			display_data = alarm_data;
		else
			display_data = set_data;
	end
always@(alarm_on_button_debounced , alarm_data , time_data)
	begin
		if(alarm_on_button_debounced)
			sound_alarm = (alarm_data == time_data) ? 1'b1 : 1'b0;
		else
			sound_alarm = 1'b0;
	end
function [6:0] convert_to_7segement;
input [3:0] display_data_in;
	case(display_data_in)
				4'd0 : convert_to_7segement = 7'b0000001;
				4'd1 : convert_to_7segement = 7'b1001111;
				4'd2 : convert_to_7segement = 7'b0010010;
				4'd3 : convert_to_7segement = 7'b0000110;
				4'd4 : convert_to_7segement = 7'b1001100;
				4'd5 : convert_to_7segement = 7'b0100100;
				4'd6 : convert_to_7segement = 7'b1100000;
				4'd7 : convert_to_7segement = 7'b0001111;
				4'd8 : convert_to_7segement = 7'b0000000;
				4'd9 : convert_to_7segement = 7'b0001100;
				default : convert_to_7segement = 7'b1111111;
	endcase
endfunction
always@(display_data)
	begin
		segment_data[6:0] = convert_to_7segement(display_data[3:0]);
		segment_data[13:7] = convert_to_7segement(display_data[7:4]);
		segment_data[20:14] = convert_to_7segement(display_data[11:8]);
		segment_data[27:21] = convert_to_7segement(display_data[15:12]);
	end
endmodule
==> design/flow/run.sh <==
#!/bin/bash
# OpenROAD 26Q1-2900-gdf79404cd8, Yosys 0.63+post, stock flow scripts
make -C /OpenROAD-flow-scripts/flow DESIGN_CONFIG=/design/flow/config.mk WORK_HOME=/design/flow/orfs finish
==> design/flow/config.mk <==
export PLATFORM = sky130hd
export DESIGN_NAME = display_driver
export DESIGN_NICKNAME = display_driver
export VERILOG_FILES = /design/flow/design.v
export SDC_FILE = /design/flow/constraint.sdc
export NUM_CORES = 4
export LEC_CHECK = 1
export CORE_AREA = 10 10 98 98
export DIE_AREA = 0 0 108 108
==> design/flow/constraint.sdc <==
current_design display_driver

set clk_period 3.8
set clk_io_pct 0.2

create_clock -name clk0 -period $clk_period

set non_clock_inputs [all_inputs -no_clocks]
set_input_delay [expr $clk_period * $clk_io_pct] -clock clk0 $non_clock_inputs
set_output_delay [expr $clk_period * $clk_io_pct] -clock clk0 [all_outputs]
==> out/metrics.cfg <==
[route]
met2RoutedLength_um=2630
wl_met3_um=184
finalWirelength_um=5540
viasPerCell=4.41
remaining_drc_errors=0
drtIter0Drc=47
via_count=1864
antenna_cells=0
final_antenna_net_count=0
top_layer_used=met3
met1_length_um=2730
wl_per_cell_um=13.1
drtPass1Iterations=4

[synth]
synth-adder-area-share_pct=18.1
syn_avg_cell_area_um2=7.59
ys_sh_aoi_pct=25.8
synth_area_um2=1660
ys_seq_share_pct=0
logic_family=AND-OR/OR-AND gates
synthesis.instances=219
ys_cells=219
topCellsByArea=ha_1, mux2i_1, a21oi_1, nand2_1, xnor2_1
xor_share_pct=8.43
most_common_cell=nand2_1
simple_gate_area_share_pct=16.9
yosys.area.top_type=ha_1
yosysWarningCount=1
common_cells=nand2_1, a21oi_1, ha_1
yosys_area_um2=1660
ys_types=30
synthMuxAreaShare_pct=21.1
yosys.area.top_type_share_pct=18.1

[layout]
layout-drive-gt1-share_pct=16.8
final_core_util_pct=36.3
areaGrowthSynthToFinish_pct=66.8
clkbuf_count=0
seq_cell_count=0
seq_area_um2=0

[placed_design]
gp_congestion=0.803
place_ws_ns=-0.0503
portBuffers=80
dp_hpwl_um=4710

[hold_path]
min_from=show_time
hold_path_class=primary input to primary output

[final_timing]
fin_crit_ns=3.64
period_used_pct=95.7
hold_ws_ns=2.45
setup_ws_ns=0.164
max_freq_ghz=0.275
rsz0062_at_grt=false
final_max_slew_viol_count=0
finalHoldViolations=0
worst_pin_slew_ns=0.613
relSlewSlack_pct=59.1
setup_violations=0

[floorplanning]
rows=32
die_w_um=108
die_h_um=108
core_um2=7650
fp_util_pct=21.7
chipArea_um2=11700
io_pins=80

[worst_setup_path]
startpoint=alarm_data[5]
crit_path_end_kind=primary output
critPathLaunchType=primary input
cp.arrival_ns=2.88
crit_type=primary input to primary output
crit_required_ns=3.04
crit_path_max_fanout=3

[grt]
grt_use_total_pct=8.93
grt.overflow.total=0
grt_first_pass_wirelength_um=8810
grt_max_degree=31
grt_pass1_vias=1823
antenna_found_initial=0

[run]
warning_count=52
maxCapViolCount=0

[cts]
cts_hold_buf=0

[power_and_ir_drop]
power_density_nw_per_um2=145
p_leak_uw=0.00117
irDropWorstVdd_v=0.0000620

[run_status]
outcome=finished clean

critical path, cell delays in order:
cell and delay, ns:
clkdlybuf4s50_1 0.55, mux2i_1 0.10, o21ai_1 0.18, buf_4 0.14, inv_1 0.04, ha_1 0.19, o211ai_1 0.10, o21ai_0 0.11
a21oi_1 0.19, clkdlybuf4s50_1 0.50
per-layer routing:
layer | global-route usage (%) | vias to the layer above
met1 | 12.6 | 838
met3 | 0.964 | 0
met5 | 0 | -
met4 | 0 | 0
li1 | - | 990
met2 | 15.2 | 36
where the power goes:
| group | internal (µW) | switching, µW |
|---|---|---|
| sequential | 0 | 0 |
| clock | 0 | 0 |
| combinational | 245 | 156 |
| total | 245 | 156 |
cells by family (layout without fill, tap and decap cells):
family,count (synthesis),count (layout)
AND-OR/OR-AND,72,72
AND/OR/NAND/NOR,55,55
multiplexers,28,28
adder cells (fa/ha/maj),24,24
buffers and inverters,24,126
XOR/XNOR,16,16
cell type report:
cell class	instances	area (µm²)
well taps	102	128
fillers	789	4870
repair buffers	114	1080
inverters	12	45.0
multi-input cells	195	1520
placed cells by master (no fill, tap or decap), types with 2 or more instances in the layout:
master	count
o21a_1	10
a211o_1	4
nor2_1	13
nor4_1	2
o21ai_2	3
mux2i_1	20
inv_1	12
nand4_1	3
ha_1	22
clkdlybuf4s50_1	78
nor3b_2	2
xor2_1	4
xnor2_1	12
nor4b_2	3
mux2i_4	4
o21ai_0	10
o211ai_1	4
a31oi_1	4
ha_2	2
a21oi_1	27
o21ai_1	4
buf_4	32
a211oi_1	4
nand2_1	29
mux2_4	4
repair_timing:
| action | CTS | global route |
|---|---|---|
| buffers inserted | 0 | 0 |
| gates resized | 6 | 3 |
| cloned | 0 | 1 |
| endpoints found under the setup margin | 7 | 26 |
worst paths after layout:
check / to / slack [ns] / cells past startpoint
worst max-delay path: segment_data[8] / 0.16 / 10
worst min-delay path: segment_data[7] / 2.45 / 4
through the flow:
step | instance area [µm²] | setup TNS, ns | instances | total power, µW
after floorplan | 1660 | 0 | 219 | 185
after global placement | 2730 | -0.0507 | 422 | 400
after detailed placement | 2730 | -0.147 | 422 | 399
after CTS | 2740 | 0 | 422 | 405
after global routing | 2770 | 0 | 423 | 448
final | 2770 | 0 | 423 | 401
No activity file was given, so power comes from the tool's default toggle rates.
