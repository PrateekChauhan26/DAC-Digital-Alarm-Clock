File: /design/flow/design.v
`timescale 1ns / 1ps
module pulse_generator(
	input clk , reset,
	output reg half_second =0,
	output reg one_minute = 0
   );
	reg [23:0] count_clock = 0;
	reg [18:0] count_clock_min =0;
	always@(posedge clk , negedge reset)
		begin
			if(!reset)
				begin
					half_second = 0;
					count_clock = 0;
				end
			else if(count_clock == 12500000)   
				begin
					half_second = ~half_second;
					count_clock = 0;
				end
			else
				begin
					count_clock = count_clock + 1;
					half_second = half_second;
				end
		end
		always@(posedge clk , negedge reset)
		begin
			if(!reset)
				begin
					one_minute = 0;
					count_clock_min = 0;
				end
			else if(count_clock_min == 416667)   
				begin
					one_minute = ~one_minute;
					count_clock_min = 0;
				end
			else
				begin
					count_clock_min = count_clock_min + 1; 
					one_minute = one_minute;
				end
		end
endmodule
File: /design/flow/run.sh
#!/bin/bash
# OpenROAD 26Q1-2900-gdf79404cd8, Yosys 0.63+post, stock flow scripts
make -C /OpenROAD-flow-scripts/flow DESIGN_CONFIG=/design/flow/config.mk WORK_HOME=/design/flow/orfs finish
File: /design/flow/config.mk
export PLATFORM = sky130hd
export DESIGN_NAME = pulse_generator
export DESIGN_NICKNAME = pulse_generator
export VERILOG_FILES = /design/flow/design.v
export SDC_FILE = /design/flow/constraint.sdc
export NUM_CORES = 4
export LEC_CHECK = 1
export CORE_UTILIZATION = 40
File: /design/flow/constraint.sdc
current_design pulse_generator

set clk_period 3.8
set clk_io_pct 0.2

create_clock -name clk0 -period $clk_period [get_ports {clk}]

set non_clock_inputs [all_inputs -no_clocks]
set_input_delay [expr $clk_period * $clk_io_pct] -clock clk0 $non_clock_inputs
set_output_delay [expr $clk_period * $clk_io_pct] -clock clk0 [all_outputs]
==> run_results.csv <==
group,metric,value,unit
run_status,status,"complete, no violations",
power,p_leak,1.08,nW
final_timing,period_needed,1.92,ns
placed_design,place_area,2360,µm²
power,seq_power_share,0.623,
die,num_io_pins,4,
clocking,htreeDepth,2,
run,max_cap_violations,0,
clocking,clockRootBuffer,"clkbuf_8",
die,die_x,77.1,µm
run,tool_warnings,26,
global_routing,grt_max_degree,46,
power,internal_power,607,µW
cells_and_area,lay_top_count,"dfrtp_1",
die,row_count,26,
critical_path,reg2reg_depth,4,
global_routing,grt_pass1_vias,1392,
power,p_clk_frac,0.364,
yosys,ys_cells,207,
global_routing,grt_pass1_wl,6820,µm
global_routing,antenna_found_initial,0,
clocking,clk_latency,0.29,ns
yosys,ys_ff,45,
worst_hold_path,hold_depth,1,
power,power_switching,161,µW
cells_and_area,syn_to_final_growth,8.09,%
routing,drc_errors,0,
critical_path,crit_family,"simple AND/OR/NAND/NOR gates",
final_timing,drv_slew,0,
final_timing,fin_setup_tns,0,ns
critical_path,worst-path-buf-inv,0,
global_routing,overflow,0,
final_timing,worstMarginPinSlew,0.785,ns
placed_design,hpwlAfterDp,2530,µm
yosys,ys_chip_area,2260,µm²
critical_path,end_kind,"flip-flop",
routing,drt_iter0_drc,113,
cells_and_area,stdcell_area,2440,µm²
yosys,synthCells,207,
clocking,cts_hold_buffers,0,
critical_path,setup.worst_path.class,"reg2reg",
cells_and_area,drive_gt1_frac,0.111,
final_timing,skew,0.00737,ns
routing,diodes,0,
power,finalPower,768,µW
clocking,path_clk_slew,0.08,ns
yosys,yosys.stat.seqShare,0.499,
routing,drt-pass1-iter-count,4,
placed_design,gp_congestion,0.842,
power,switching_share,0.210,
final_timing,grt_setup_unrepaired,"no",
die,floorplan.core_util,0.428,
routing,vias_per_cell,5.19,
routing,drtAntennaViolNets,0,
clocking,post_cts_resized,0,
die,die-area,5950,µm²
clocking,cts_made_buffers,5,
placed_design,io_buffers,3,
final_timing,whs,0.470,ns
critical_path,cp_slowest_cell,"nor3_4",
critical_path,required,3.94,ns
cells_and_area,fin_util,0.463,
power,cellPowerDensity,315,nW/µm²
final_timing,fmaxAchievable,520,MHz
power,irDropWorstVdd,0.181,mV
critical_path,critPathArrivalTime,2.06,ns
yosys,ys.flop_type,"dfrtp_1",
routing,wl,3740,µm
final_timing,fin_crit_sh,0.506,
critical_path,crit_chain,"nor4b_1, nand4_1, nor3_4, nor4_1",
yosys,async_flop_share,1.00,
routing,post_drt_wl_per_cell,13.1,µm
final_timing,finalSetupViolCount,0,
yosys,syn_area_per_cell,10.9,µm²
yosys,ys_warn_count,1,
clocking,post_cts_buffers,0,
critical_path,critical-path-max-stage-delay,0.66,ns
worst_hold_path,hold_class,"reg2reg",
critical_path,cp_max_fo,16,
power,p_comb_frac,0.013,
clocking,cts_tree,"yes",
clocking,clockBufferDepth,2,
critical_path,crit_path_start_kind,"flip-flop",
yosys,edf_count,0,
routing,vias,1485,
critical_path,path_depth,4,
final_timing,hold_violations,0,
yosys,syn-cell-area,2260,µm²
die,core,5270,µm²
clocking,cts.sink_count,45,
cells_and_area,lay_top_cells,"dfrtp_1 (45), nor2_1 (29), xnor2_1 (25), nand3_1 (11)",
final_timing,slew_headroom,0.473,
die,dieHeight,77.1,µm
global_routing,grt_util_all_layers,0.148,
yosys,ys_types,38,
[worst reg2reg max path, stage by stage, from the launching register on]
cell and delay [ns]:
dfrtp_1 0.45, nor4b_1 0.32, nand4_1 0.20, nor3_4 0.66, nor4_1 0.15
[state kept, by name, indices dropped and copies added, names as in the netlist]
register,cells
count_clock,24
count_clock_min,19
half_second,1
one_minute,1
[cell families after synthesis]
| group | Yosys count | synth area share |
|---|---|---|
| adders and majority gates | 3 | 0.0166 |
| DFF | 45 | 0.499 |
| AOI/OAI and AO/OA | 10 | 0.0316 |
| buffers and inverters | 10 | 0.0205 |
| and+or+nand+nor | 104 | 0.292 |
| xor gates and xnor gates | 33 | 0.131 |
| muxes | 2 | 0.00887 |
[per-layer routing]
metal  vias to the layer above  global-route usage  part of all wire  wire (µm)
met5                         -                   0                 0          0
met4                         0              0.0208            0.0070         26
met3                         4              0.0266             0.021         77
met2                         8               0.188              0.41       1540
met1                       724               0.269              0.56       2090
li1                        749                   -                 -          -
[final timing paths]
check	from	to	slack, ns
worst min register to register	one_minute	one_minute	0.47
min in group asynchronous	reset	count_clock[20]	0.54
worst max register to register	count_clock[2]	count_clock[18]	1.88
worst min-delay path	one_minute	one_minute	0.47
worst max-delay path	count_clock[2]	count_clock[18]	1.88
max in group asynchronous	reset	count_clock[3]	2.88
[power by group through the flow]
stage	Sequential (mW)	Combinational (mW)	Clock [mW]
CTS	0.478	0.0109	0.293
global route	0.478	0.0122	0.317
finish	0.478	0.00992	0.280
[cell usage after synthesis (2+ instances only)]
library cell  count  area [µm²]
a21oi_1           5        25.0
and3_1            7        43.8
and4_1            2        17.5
and4_2            2        20.0
dfrtp_1          45        1130
ha_1              3        37.5
inv_1             7        26.3
mux2i_1           2        20.0
nand2_1           9        33.8
nand3_1          11        55.1
nand4_1          10        62.6
nor2_1           29         109
nor2b_1           3        18.8
nor3_1            5        25.0
nor3_2            2        20.0
nor4_1           10        62.6
nor4_4            3        63.8
nor4b_1           2        17.5
xnor2_1          25         219
xor2_1            7        61.3
[layout make-up]
cell class	count	area (µm²)
Tap cell	70	87.6
Clock inverter	2	10.0
Fill cell	514	2830
Sequential cell	45	1130
Clock buffer	6	72.6
Inverter	7	26.3
Multi-Input combinational cell	152	1080
Timing Repair Buffer	4	32.5
[through the flow]
stage / std cells / worst slack (ns)
6_report: 286 / 1.88
3_3_place_gp: 278 / 1.92
5_1_grt: 286 / 1.72
2_1_floorplan: 207 / 2.26
4_1_cts: 286 / 1.85
3_5_place_dp: 278 / 1.85
Power figures rest on the tool's default switching activity, not on a simulated workload.
